==> ./design.v <==
module cla32_ov(a, b, ci, s, co_prev, co);
	input[31:0] a, b;
	input ci;
	output[31:0] s;
	output co_prev;
	output co;
	wire c1, c2, c3, c4, c5, c6, c7;
	cla4 U0_cla4(.a(a[3:0]), .b(b[3:0]), .ci(ci), .s(s[3:0]), .co(c1));
	cla4 U1_cla4(.a(a[7:4]), .b(b[7:4]), .ci(c1), .s(s[7:4]), .co(c2));
	cla4 U2_cla4(.a(a[11:8]), .b(b[11:8]), .ci(c2), .s(s[11:8]), .co(c3));
	cla4 U3_cla4(.a(a[15:12]), .b(b[15:12]), .ci(c3), .s(s[15:12]), .co(c4));
	cla4 U4_cla4(.a(a[19:16]), .b(b[19:16]), .ci(c4), .s(s[19:16]), .co(c5));
	cla4 U5_cla4(.a(a[23:20]), .b(b[23:20]), .ci(c5), .s(s[23:20]), .co(c6));
	cla4 U6_cla4(.a(a[27:24]), .b(b[27:24]), .ci(c6), .s(s[27:24]), .co(c7));
	cla4_ov U7_cla4_ov(.a(a[31:28]), .b(b[31:28]), .ci(c7), .s(s[31:28]), .c3(co_prev), .co(co));
endmodule
module cla4_ov(a, b, ci, s, c3, co);
	input[3:0] a, b;
	input ci;
	output[3:0] s;
	output c3, co;
	fa_v2 U0_fa_v2(.a(a[0]), .b(b[0]), .ci(ci), .s(s[0]));
	fa_v2 U1_fa_v2(.a(a[1]), .b(b[1]), .ci(w_c1), .s(s[1]));
	fa_v2 U2_fa_v2(.a(a[2]), .b(b[2]), .ci(w_c2), .s(s[2]));
	fa_v2 U3_fa_v2(.a(a[3]), .b(b[3]), .ci(w_c3), .s(s[3]));
	clb4 U4_clb4(.a(a), .b(b), .ci(ci), .c1(w_c1), .c2(w_c2), .c3(w_c3), .co(co));
	assign c3 = w_c3;
endmodule
module cla4(a, b, ci, s, co);
	input[3:0] a, b;
	input ci;
	output[3:0] s;
	output co;
	wire w1, w2, w3;
	clb4 U0_clb4(.a(a[3:0]), .b(b[3:0]), .ci(ci), .c1(w1), .c2(w2), .c3(w3), .co(co));
	fa_v2 U1_fa_v2(.a(a[0]), .b(b[0]), .ci(ci), .s(s[0]));
	fa_v2 U2_fa_v2(.a(a[1]), .b(b[1]), .ci(w1), .s(s[1]));
	fa_v2 U3_fa_v2(.a(a[2]), .b(b[2]), .ci(w2), .s(s[2]));
	fa_v2 U4_fa_v2(.a(a[3]), .b(b[3]), .ci(w3), .s(s[3]));
endmodule
module clb4(a, b, ci, c1, c2, c3, co);
	input[3:0] a, b;
	input ci;
	output c1, c2, c3, co;
	wire[3:0] g, p;
	wire w0_c1;
	wire w0_c2, w1_c2;
	wire w0_c3, w1_c3, w2_c3;
	wire w0_co, w1_co, w2_co, w3_co;
	_and2 G0_and2(.a(a[0]), .b(b[0]), .y(g[0]));
	_and2 G1_and2(.a(a[1]), .b(b[1]), .y(g[1]));
	_and2 G2_and2(.a(a[2]), .b(b[2]), .y(g[2]));
	_and2 G3_and2(.a(a[3]), .b(b[3]), .y(g[3]));
	_or2 P0_or2(.a(a[0]), .b(b[0]), .y(p[0]));
	_or2 P1_or2(.a(a[1]), .b(b[1]), .y(p[1]));
	_or2 P2_or2(.a(a[2]), .b(b[2]), .y(p[2]));
	_or2 P3_or2(.a(a[3]), .b(b[3]), .y(p[3]));
	_and2 C10_and2(.a(p[0]), .b(ci), .y(w0_c1));
	_or2 C11_or2(.a(w0_c1), .b(g[0]), .y(c1));
	_and3 C20_and3(.a(p[1]), .b(p[0]), .c(ci), .y(w0_c2));
	_and2 C21_and2(.a(p[1]), .b(g[0]), .y(w1_c2));
	_or3 C22_or3(.a(g[1]), .b(w0_c2), .c(w1_c2), .y(c2));
	_and4 C30_and4(.a(p[2]), .b(p[1]), .c(p[0]), .d(ci), .y(w0_c3));
	_and3 C31_and3(.a(p[2]), .b(p[1]), .c(g[0]), .y(w1_c3));
	_and2 C32_and2(.a(p[2]), .b(g[1]), .y(w2_c3));
	_or4 C33_or4(.a(g[2]), .b(w0_c3), .c(w1_c3), .d(w2_c3), .y(c3));
	_and5 C40_and5(.a(p[3]), .b(p[2]), .c(p[1]), .d(p[0]), .e(ci), .y(w0_c4));
	_and4 C41_and4(.a(p[3]), .b(p[2]), .c(p[1]), .d(g[0]), .y(w1_c4));
	_and3 C42_and3(.a(p[3]), .b(p[2]), .c(g[1]), .y(w2_c4));
	_and2 C43_and2(.a(p[3]), .b(g[2]), .y(w3_c4));
	_or5 C44_or5(.a(g[3]), .b(w0_c4), .c(w1_c4), .d(w2_c4), .e(w3_c4), .y(co));
endmodule
module fa_v2(a, b, ci, s);
	input a, b;
	input ci;
	output s;
	_xor2 U0_xor2(.a(a), .b(b), .y(w));
	_xor2 U1_xor2(.a(w), .b(ci), .y(s));
endmodule
module _inv(a, y);
	input a;
	output y;
	assign y = ~a;
endmodule
module _nand2(a, b, y);
	input a, b;
	output y;
	assign y = ~(a & b);
endmodule
module _and2(a, b, y);
	input a, b;
	output y;
	assign y = a & b;
endmodule
module _or2(a, b, y);
	input a, b;
	output y;
	assign y = a | b;
endmodule
module _xor2(a, b, y);
	input a, b;
	output y;
	wire inv_a, inv_b;
	wire w0, w1;
	_inv U0_inv(.a(a), .y(inv_a));
	_inv U1_inv(.a(b), .y(inv_b));
	_and2 U2_and2(.a(inv_a), .b(b), .y(w0));
	_and2 U3_and2(.a(inv_b), .b(a), .y(w1));
	_or2 U4_or2(.a(w0), .b(w1), .y(y));
endmodule
module _and3(a, b, c, y);
	input a, b, c;
	output y;
	assign y = a & b & c;
endmodule
module _and4(a, b, c, d, y);
	input a, b, c, d;
	output y;
	assign y = a & b & c & d;
endmodule
module _and5(a, b, c, d, e, y);
	input a, b, c, d, e;
	output y;
	assign y = a & b & c & d & e;
endmodule
module _or3(a, b, c, y);
	input a, b, c;
	output y;
	assign y = a | b | c;
endmodule
module _or4(a, b, c, d, y);
	input a, b, c, d;
	output y;
	assign y = a | b | c | d;
endmodule
module _or5(a, b, c, d, e, y);
	input a, b, c, d, e;
	output y;
	assign y = a | b | c | d | e;
endmodule
==> ./run.sh <==
#!/bin/bash
# OpenROAD 26Q1-2900-gdf79404cd8, Yosys 0.63+post, stock flow scripts
make -C /OpenROAD-flow-scripts/flow DESIGN_CONFIG=/design/flow/config.mk WORK_HOME=/design/flow/orfs finish
==> ./config.mk <==
export PLATFORM = sky130hd
export DESIGN_NAME = cla32_ov
export DESIGN_NICKNAME = cla32_ov
export VERILOG_FILES = /design/flow/design.v
export SDC_FILE = /design/flow/constraint.sdc
export NUM_CORES = 4
export LEC_CHECK = 1
export CORE_AREA = 10 10 91 91
export DIE_AREA = 0 0 101 101
==> ./constraint.sdc <==
current_design cla32_ov

set clk_period 12.2
set clk_io_pct 0.2

create_clock -name clk0 -period $clk_period

set non_clock_inputs [all_inputs -no_clocks]
set_input_delay [expr $clk_period * $clk_io_pct] -clock clk0 $non_clock_inputs
set_output_delay [expr $clk_period * $clk_io_pct] -clock clk0 [all_outputs]
==> out/qor.yml <==
timing:
  fin_crit_ps: 8240
  hold_viol: 0
  worstMarginPinSlew_ps: 751
  setup_violations: 0
  rsz0062_at_grt: "no"
  drv_slew: 0
  slew-limit-headroom_pct: 48.6
  fmax_ghz: 0.121
  period_used_pct: 67.5
  tns_ps: 0
die:
  fp.coreArea_mm2: 0.00635
  die_h_um: 101
  dieArea_mm2: 0.0102
  num_rows: 29
  die_x_um: 101
  ios: 99
  fp-utilization_pct: 35.4
logic_synthesis:
  yosys_warnings: 8
  ys_cells: 299
  synth_seq_share_pct: 0
  synth.avg_cell_area_um2: 7.53
  ys_area_mm2: 0.00225
  netlist_instances: 299
  netlist_area_mm2: 0.00225
  synth_cell_types: 39
detailed_routing:
  num_antenna_cells: 0
  ant_nets: 0
  drtIter0Drc: 25
  drt_pass1_iterations: 4
  post_drt_via_cell_ratio: 4.19
  vias: 1855
  wl_per_cell_um: 11.0
  drt_wl_total_um: 4880
  drc: 0
setup_path:
  path_buffers: 3
  cp_cell_sequence: "clkdlybuf4s50_1 > inv_1 > ha_1 > or3b_1 > a31oi_1 > a211o_1 > a32oi_1 > nand2_1 > a21boi_1 > o21ai_1 > a21oi_1 > fa_1 > xnor2_1 > clkdlybuf4s50_1"
  required_ps: 9760
  crit_fanout: 3
  worstPathArrival_ps: 5800
  cp_top_family: "buffers and inverters"
  slowest_delay_ps: 530
  cp_slowest_cell: "clkdlybuf4s50_1"
  path_common_cell: "clkdlybuf4s50_1"
  cp-start-kind: "input port"
  critical_path_class: "in -> out"
  cp-end-kind: "primary output"
global_routing:
  antenna_found_initial: 0
  grt_pass1_wl_um: 8500
  overflow: 0
  track_usage_pct: 9.65
  grt_start_max_net_pins: 5
  grt_pass1_vias: 1932
power_and_ir_drop:
  power_leakage_nw: 1.64
  peakVddDrop_mv: 0.0217
  power_mw: 0.137
  p_per_area_mw_per_mm2: 44.3
clock_tree:
  holdBufCountCts: 0
  cts_setup_buffers: 0
  cts_resized: 0
cells_and_area:
  stdcell_area_mm2: 0.00310
  nFillCells: 603
  seq_area_um2: 0
  seq_cell_count: 0
  drive_gt1_share_pct: 1.91
  area_growth_pct: 37.6
  nClkBuffers: 0
placement:
  portBuffers: 99
  dp_hpwl_um: 4700
  dpl-instance-area_mm2: 0.00310
  place.gp.congestion: 0.792
job:
  max_cap_violations: 0
  warnings: 72
hold_path:
  min_path_type: "in -> out"
status:
  status: "finished, final reports clean"
-- area by class of cell --
| class | instances | area (um^2) | area share, % |
|---|---|---|---|
| Tap cell | 77 | 96.3 | 3.11 |
| Timing Repair Buffer | 99 | 991 | 32.0 |
| Multi-Input combinational cell | 173 | 1660 | 53.5 |
| Inverter | 94 | 353 | 11.4 |
-- report_power, final --
part	internal [mW]	leakage [nW]	switching, mW	total (mW)
combinational	0.0897	1.64	0.0475	0.137
clock	0	0	0	0
sequential	0	0	0	0
total	0.0897	1.64	0.0475	0.137
-- worst paths after layout --
check	start	endpoint	depth (start not counted)	slack [ps]
worst max-delay path	a[0]	s[25]	14	3960
worst min-delay path	b[25]	s[25]	5	5940
-- worst min-delay path: cells and delay by family --
kind       cells  cell delay (ps)
buf+inv        3              880
fa+ha+maj      1              130
xor+xnor       1               60
-- metal layers --
metal | global-route usage (%) | part of all wire [%]
met4 | 0 | 0
met2 | 17.1 | 49
met1 | 12.4 | 44
met5 | 0 | 0
met3 | 2.08 | 7.4
-- cells in the mapped netlist (all sizes together), types with 4 or more instances --
master,n,area share (%)
o21bai,6,2.0
a21oi,17,3.8
o21ai,5,1.3
xnor2,14,5.4
inv,94,16
nor2,12,2.1
fa,8,7.1
buf,32,11
xor2,10,3.9
ha,64,36
nor3,4,0.89
-- metrics by stage --
step,instances,hold WS (ps),utilization (%),setup WS (ps)
after detailed placement,443,5950,48.8,3920
final,443,5940,48.8,3960
after floorplan,299,5050,-,5100
after global placement,443,5960,48.8,3970
after global routing,443,5990,48.8,3610
after CTS,443,5960,48.8,3920
-- logic make-up (layout without fill, tap and decap cells) --
logic type / Yosys count / in the layout / share of synthesized area (%)
fa+ha+maj: 72 / 72 / 42.7
xor+xnor: 24 / 24 / 9.34
compound gates: 43 / 43 / 13.6
simple gates: 34 / 34 / 8.06
buf+inv: 126 / 193 / 26.3
-- cell usage in the layout (no fill, tap or decap), types with 4 or more instances in the layout --
cell	n
nor2_1	11
fa_1	8
clkdlybuf4s50_1	99
inv_1	94
nor3_1	4
xnor2_1	14
a21oi_1	17
xor2_1	10
ha_1	64
o21bai_1	6
Power figures rest on the tool's default switching activity, not on a simulated workload.
