<file path="flow/config.mk">
export PLATFORM = sky130hd
export DESIGN_NAME = cla_clk
export DESIGN_NICKNAME = cla_clk
export VERILOG_FILES = /design/flow/design.v
export SDC_FILE = /design/flow/constraint.sdc
export NUM_CORES = 4
export LEC_CHECK = 1
export CORE_UTILIZATION = 50
</file>
<file path="flow/constraint.sdc">
current_design cla_clk

set clk_period 10.5
set clk_io_pct 0.2

create_clock -name clk0 -period $clk_period [get_ports {clock}]

set non_clock_inputs [all_inputs -no_clocks]
set_input_delay [expr $clk_period * $clk_io_pct] -clock clk0 $non_clock_inputs
set_output_delay [expr $clk_period * $clk_io_pct] -clock clk0 [all_outputs]
</file>
<file path="flow/design.v">
module cla32(a, b, ci, s, co);
	input[31:0] a, b;
	input ci;
	output[31:0] s;
	output co;
	wire[6:0] c;
	cla4 U0_cla4(.a(a[3:0]), .b(b[3:0]), .ci(ci), .s(s[3:0]), .co(c[0]));
	cla4 U1_cla4(.a(a[7:4]), .b(b[7:4]), .ci(c[0]), .s(s[7:4]), .co(c[1]));
	cla4 U2_cla4(.a(a[11:8]), .b(b[11:8]), .ci(c[1]), .s(s[11:8]), .co(c[2]));
	cla4 U3_cla4(.a(a[15:12]), .b(b[15:12]), .ci(c[2]), .s(s[15:12]), .co(c[3]));
	cla4 U4_cla4(.a(a[19:16]), .b(b[19:16]), .ci(c[3]), .s(s[19:16]), .co(c[4]));
	cla4 U5_cla4(.a(a[23:20]), .b(b[23:20]), .ci(c[4]), .s(s[23:20]), .co(c[5]));
	cla4 U6_cla4(.a(a[27:24]), .b(b[27:24]), .ci(c[5]), .s(s[27:24]), .co(c[6]));
	cla4 U7_cla4(.a(a[31:28]), .b(b[31:28]), .ci(c[6]), .s(s[31:28]), .co(co));
endmodule
module cla4(a, b, ci, s, co);
	input[3:0] a, b;
	input ci;
	output[3:0] s;
	output co;
	wire w1, w2, w3;
	clb4 U0_clb4(.a(a[3:0]), .b(b[3:0]), .ci(ci), .c1(w1), .c2(w2), .c3(w3), .co(co));
	fa_v2 U1_fa_v2(.a(a[0]), .b(b[0]), .ci(ci), .s(s[0]));
	fa_v2 U2_fa_v2(.a(a[1]), .b(b[1]), .ci(w1), .s(s[1]));
	fa_v2 U3_fa_v2(.a(a[2]), .b(b[2]), .ci(w2), .s(s[2]));
	fa_v2 U4_fa_v2(.a(a[3]), .b(b[3]), .ci(w3), .s(s[3]));
endmodule
module cla_clk(clock, a, b, ci, s_cla, co_cla);
	input clock;
	input[31:0] a, b;
	input ci;
	output[31:0] s_cla;
	output co_cla;
	reg[31:0] reg_a, reg_b;
	reg reg_ci;
	reg[31:0] reg_s_cla;
	reg reg_co_cla;
	wire[31:0] wire_s_cla;
	wire wire_co_cla;
	always @ (posedge clock)
	begin
	reg_a <= a;
	reg_b <= b;
	reg_ci <= ci;
	reg_s_cla <= wire_s_cla;
	reg_co_cla <= wire_co_cla;
	end
	cla32 U0_cla32(.a(reg_a), .b(reg_b), .ci(reg_ci), .s(wire_s_cla), .co(wire_co_cla));
	assign s_cla = reg_s_cla;
	assign co_cla = reg_co_cla;
endmodule
module clb4(a, b, ci, c1, c2, c3, co);
	input[3:0] a, b;
	input ci;
	output c1, c2, c3, co;
	wire[3:0] g, p;
	wire w0_c1;
	wire w0_c2, w1_c2;
	wire w0_c3, w1_c3, w2_c3;
	wire w0_co, w1_co, w2_co, w3_co;
	_and2 G0_and2(.a(a[0]), .b(b[0]), .y(g[0]));
	_and2 G1_and2(.a(a[1]), .b(b[1]), .y(g[1]));
	_and2 G2_and2(.a(a[2]), .b(b[2]), .y(g[2]));
	_and2 G3_and2(.a(a[3]), .b(b[3]), .y(g[3]));
	_or2 P0_or2(.a(a[0]), .b(b[0]), .y(p[0]));
	_or2 P1_or2(.a(a[1]), .b(b[1]), .y(p[1]));
	_or2 P2_or2(.a(a[2]), .b(b[2]), .y(p[2]));
	_or2 P3_or2(.a(a[3]), .b(b[3]), .y(p[3]));
	_and2 C10_and2(.a(p[0]), .b(ci), .y(w0_c1));
	_or2 C11_or2(.a(w0_c1), .b(g[0]), .y(c1));
	_and3 C20_and3(.a(p[1]), .b(p[0]), .c(ci), .y(w0_c2));
	_and2 C21_and2(.a(p[1]), .b(g[0]), .y(w1_c2));
	_or3 C22_or3(.a(g[1]), .b(w0_c2), .c(w1_c2), .y(c2));
	_and4 C30_and4(.a(p[2]), .b(p[1]), .c(p[0]), .d(ci), .y(w0_c3));
	_and3 C31_and3(.a(p[2]), .b(p[1]), .c(g[0]), .y(w1_c3));
	_and2 C32_and2(.a(p[2]), .b(g[1]), .y(w2_c3));
	_or4 C33_or4(.a(g[2]), .b(w0_c3), .c(w1_c3), .d(w2_c3), .y(c3));
	_and5 C40_and5(.a(p[3]), .b(p[2]), .c(p[1]), .d(p[0]), .e(ci), .y(w0_c4));
	_and4 C41_and4(.a(p[3]), .b(p[2]), .c(p[1]), .d(g[0]), .y(w1_c4));
	_and3 C42_and3(.a(p[3]), .b(p[2]), .c(g[1]), .y(w2_c4));
	_and2 C43_and2(.a(p[3]), .b(g[2]), .y(w3_c4));
	_or5 C44_or5(.a(g[3]), .b(w0_c4), .c(w1_c4), .d(w2_c4), .e(w3_c4), .y(co));
endmodule
module fa_v2(a, b, ci, s);
	input a, b;
	input ci;
	output s;
	_xor2 U0_xor2(.a(a), .b(b), .y(w));
	_xor2 U1_xor2(.a(w), .b(ci), .y(s));
endmodule
module _inv(a, y);
	input a;
	output y;
	assign y = ~a;
endmodule
module _nand2(a, b, y);
	input a, b;
	output y;
	assign y = ~(a & b);
endmodule
module _and2(a, b, y);
	input a, b;
	output y;
	assign y = a & b;
endmodule
module _or2(a, b, y);
	input a, b;
	output y;
	assign y = a | b;
endmodule
module _xor2(a, b, y);
	input a, b;
	output y;
	wire inv_a, inv_b;
	wire w0, w1;
	_inv U0_inv(.a(a), .y(inv_a));
	_inv U1_inv(.a(b), .y(inv_b));
	_and2 U2_and2(.a(inv_a), .b(b), .y(w0));
	_and2 U3_and2(.a(inv_b), .b(a), .y(w1));
	_or2 U4_or2(.a(w0), .b(w1), .y(y));
endmodule
module _and3(a, b, c, y);
	input a, b, c;
	output y;
	assign y = a & b & c;
endmodule
module _and4(a, b, c, d, y);
	input a, b, c, d;
	output y;
	assign y = a & b & c & d;
endmodule
module _and5(a, b, c, d, e, y);
	input a, b, c, d, e;
	output y;
	assign y = a & b & c & d & e;
endmodule
module _or3(a, b, c, y);
	input a, b, c;
	output y;
	assign y = a | b | c;
endmodule
module _or4(a, b, c, d, y);
	input a, b, c, d;
	output y;
	assign y = a | b | c | d;
endmodule
module _or5(a, b, c, d, e, y);
	input a, b, c, d, e;
	output y;
	assign y = a | b | c | d | e;
endmodule
</file>
<file path="flow/run.sh">
#!/bin/bash
# OpenROAD 26Q1-2900-gdf79404cd8, Yosys 0.63+post, stock flow scripts
make -C /OpenROAD-flow-scripts/flow DESIGN_CONFIG=/design/flow/config.mk WORK_HOME=/design/flow/orfs finish
</file>
==> impl_metrics.json <==
{
  "cts_buffers": 9,
  "syn_to_final_growth_pct": 31.8,
  "timing.hold.ws_ps": 557,
  "crit_required_ps": 8400,
  "rsz0062_at_grt": "false",
  "drt-initial-drc-count": 45,
  "cp-start-kind": "flip-flop",
  "antennaDiodeCount": 0,
  "crit_slowest_cell": "clkdlybuf4s50_1",
  "crit_chain": "clkdlybuf4s50_1",
  "die_h_um": 93.3,
  "holdBufCountCts": 0,
  "worstPathArrival_ps": 1130,
  "edf_count": 0,
  "groute.usage.overall_pct": 16.3,
  "ioPinCount": 99,
  "yosys.cell_types.count": 42,
  "final_hold_viol_count": 0,
  "critical-path-top-delay-family": "buffers and inverters",
  "worstMarginPinSlew_ps": 612,
  "warnings": 66,
  "hpwlAfterDp_um": 5090,
  "ir_worst_vdd_mv": 0.107,
  "critical_path.max_fanout": 1,
  "timing.final.crit_share_pct": 30.8,
  "period_minus_slack_ps": 3230,
  "ys_ff": 98,
  "grt_max_degree": 17,
  "mostFrequentLayoutCells": "98 x clkdlybuf4s50_1, 98 x dfxtp_1, 89 x inv_1",
  "htree_levels": 3,
  "grt_pass1_vias": 2640,
  "overflow": 0,
  "fp-utilization_pct": 52.9,
  "worstSetupEndpointType": "output port",
  "setup_viol": 0,
  "clockBufferDepth": 2,
  "cap_viol_max_count": 0,
  "fin_worst_skew_ps": 8.77,
  "num_rows": 32,
  "cts_tree": "done",
  "drc": 0,
  "path_clk_slew_ps": 90,
  "portBuffers": 98,
  "slew_violations": 0,
  "status": "finished clean",
  "p_leak_nw": 2.59,
  "netlist_area_um2": 4170,
  "final_layout_size_suffix_gt1_share_pct": 4.53,
  "coreArea_um2": 7890,
  "hold_path.class": "flip-flop to flip-flop",
  "power.density_nw_per_um2": 155,
  "firstDrtPassIters": 4,
  "antenna_found_initial": 0,
  "die_width_um": 93.3,
  "async_flop_share_pct": 0,
  "grt_pass1_wl_um": 11000,
  "place.gp.congestion": 0.770,
  "drt_wl_total_um": 6450,
  "synthCells": 394,
  "finalSetupTns_ps": 0,
  "fmax_mhz": 309,
  "yosysWarnings": 6,
  "chipArea_um2": 8710,
  "slowest_delay_ps": 460,
  "cts-resized-gates": 0,
  "cp_num_buf_inv": 1,
  "syn_area_per_cell_um2": 10.6,
  "vias": 2763,
  "ant_nets": 0,
  "cts.sinks": 98,
  "clkLatencyLatePin_ps": 350,
  "via_per_inst": 4.53,
  "yosysSeqAreaShare_pct": 47.0,
  "wl_per_cell_um": 10.6,
  "critPathKind": "flip-flop to output port",
  "clockRootBuffer": "clkbuf_8",
  "timing.slew.headroom_pct": 58.6,
  "cts_setup_buffers": 0,
  "ys_cells": 394,
  "yosys_area_um2": 4170,
  "ys.flop_type": "dfxtp_1"
}
==> synthesized netlist by cell type, types with 2 or more instances <==
cell      number  area [µm²]
o21ai_0        7        35.0
mux2i_1        2        20.0
o311ai_0       2        17.5
nor2_1        19        71.3
xor2_1         7        61.3
nand3_1        3        15.0
o21bai_1       5        37.5
nand2_1        7        26.3
inv_1         89         334
nor4_1         2        12.5
nor3_1         5        25.0
o211ai_1       3        22.5
ha_1          64         801
a21oi_1       15        75.1
or3_1          3        18.8
nor3b_1        2        15.0
nor2b_1        4        25.0
nor4b_1        2        17.5
nand2b_1       5        31.3
a211oi_1       2        15.0
a311oi_1       2        17.5
dfxtp_1       98        1960
xnor2_1       13         114
a31oi_1        5        31.3
o31a_1         3        26.3
fa_1           8         160
o31ai_1        2        15.0
==> state kept, by name, summed over array words and instances (netlist names) <==
name / flops
reg_co_cla: 1
reg_s_cla: 32
reg_b: 32
reg_ci: 1
reg_a: 32
==> final timing paths <==
check | startpoint | endpoint | slack (ps) | depth (start not counted)
worst min register to register | reg_ci$_DFF_P_ | reg_s_cla[0]$_DFF_P_ | 560 | 1
worst max register to register | reg_a[19]$_DFF_P_ | reg_s_cla[28]$_DFF_P_ | 7540 | 10
worst max-delay path | reg_s_cla[11]$_DFF_P_ | s_cla[11] | 7270 | 1
worst min-delay path | reg_ci$_DFF_P_ | reg_s_cla[0]$_DFF_P_ | 560 | 1
==> metal layers <==
metal | track usage (%) | share of wire (%)
met1 | 23.1 | 47
met2 | 26.5 | 44
met3 | 4.63 | 7.5
met4 | 2.18 | 1.7
met5 | 0 | 0
==> per-stage QoR <==
stage               area (µm²)  total power [mW]  util (%)  cells  worst slack, ps
global placement          5280             0.600      66.9    594             7590
CTS                       5500             0.863      69.7    610             7240
global route              5500             0.902      69.7    610             7200
detailed placement        5280             0.601      66.9    594             7560
floorplan                 4170             0.505         -    394             7780
finish                    5500             0.850      69.7    610             7270
==> cell type report <==
type,count,area [µm²]
fillers,585,2390
inverters,89,334
repair buffers,98,981
multi-input cells,207,1880
clock buffers,10,128
clock inverters,6,90.1
well taps,102,128
flip-flops and latches,98,1960
==> where the power goes <==
| part | switching, mW | internal (mW) | total, mW | leakage, nW |
|---|---|---|---|---|
| Combinational | 0.0558 | 0.108 | 0.164 | 1.66 |
| Clock | 0.123 | 0.135 | 0.258 | 0.107 |
| Sequential | 0.0139 | 0.414 | 0.428 | 0.827 |
| Total | 0.193 | 0.657 | 0.850 | 2.59 |
==> kinds of logic (layout without fill, tap and decap cells) <==
family / after synthesis / after routing / share of synthesized area, %
buffers and inverters: 89 / 203 / 8.01
DFF: 98 / 98 / 47.0
adders and majority gates: 72 / 72 / 23.0
xor gates and xnor gates: 20 / 20 / 4.20
and+or+nand+nor: 56 / 56 / 6.99
muxes: 3 / 3 / 0.750
AOI/OAI and AO/OA: 56 / 56 / 9.99
No activity file was given, so power comes from the tool's default toggle rates.
