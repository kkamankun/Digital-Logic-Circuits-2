`flow/run.sh`:
```
#!/bin/bash
# OpenROAD 26Q1-2900-gdf79404cd8, Yosys 0.63+post, stock flow scripts
make -C /OpenROAD-flow-scripts/flow DESIGN_CONFIG=/design/flow/config.mk WORK_HOME=/design/flow/orfs finish
```
`flow/config.mk`:
```
export PLATFORM = sky130hd
export DESIGN_NAME = Register_file
export DESIGN_NICKNAME = Register_file
export VERILOG_FILES = /design/flow/design.v
export SDC_FILE = /design/flow/constraint.sdc
export NUM_CORES = 4
export LEC_CHECK = 1
export CORE_UTILIZATION = 50
```
`flow/constraint.sdc`:
```
current_design Register_file

set clk_period 5.5
set clk_io_pct 0.2

create_clock -name clk0 -period $clk_period [get_ports {clk}]

set non_clock_inputs [all_inputs -no_clocks]
set_input_delay [expr $clk_period * $clk_io_pct] -clock clk0 $non_clock_inputs
set_output_delay [expr $clk_period * $clk_io_pct] -clock clk0 [all_outputs]
```
`flow/design.v`:
```
module _inv(a, y);
	input a;
	output y;
	assign y = ~a;
endmodule
module _nand2(a, b, y);
	input a, b;
	output y;
	assign y = ~(a & b);
endmodule
module _and2(a, b, y);
	input a, b;
	output y;
	assign y = a & b;
endmodule
module _or2(a, b, y);
	input a, b;
	output y;
	assign y = a | b;
endmodule
module _xor2(a, b, y);
	input a, b;
	output y;
	wire inv_a, inv_b;
	wire w0, w1;
	_inv U0_inv(.a(a), .y(inv_a));
	_inv U1_inv(.a(b), .y(inv_b));
	_and2 U2_and2(.a(inv_a), .b(b), .y(w0));
	_and2 U3_and2(.a(inv_b), .b(a), .y(w1));
	_or2 U4_or2(.a(w0), .b(w1), .y(y));
endmodule
module _and3(a, b, c, y);
	input a, b, c;
	output y;
	assign y = a & b & c;
endmodule
module _and4(a, b, c, d, y);
	input a, b, c, d;
	output y;
	assign y = a & b & c & d;
endmodule
module _and5(a, b, c, d, e, y);
	input a, b, c, d, e;
	output y;
	assign y = a & b & c & d & e;
endmodule
module _or3(a, b, c, y);
	input a, b, c;
	output y;
	assign y = a | b | c;
endmodule
module _or4(a, b, c, d, y);
	input a, b, c, d;
	output y;
	assign y = a | b | c | d;
endmodule
module _or5(a, b, c, d, e, y);
	input a, b, c, d, e;
	output y;
	assign y = a | b | c | d | e;
endmodule
module _dff_r_en(clk, reset_n, en, d, q);
	input clk, reset_n, en, d;
	output reg q;
	always@(posedge clk or negedge reset_n)
	begin
	if(reset_n == 0) q<=1'b0;
	else if(en) q<=d;
	else q<=q;
	end
endmodule
module register8_r_en(clk, reset_n, en, d_in, d_out);
	input clk, reset_n, en;
	input[7:0] d_in;
	output[7:0] d_out;
	_dff_r_en U0_dff_r_en(clk, reset_n, en, d_in[0], d_out[0]);
	_dff_r_en U1_dff_r_en(clk, reset_n, en, d_in[1], d_out[1]);
	_dff_r_en U2_dff_r_en(clk, reset_n, en, d_in[2], d_out[2]);
	_dff_r_en U3_dff_r_en(clk, reset_n, en, d_in[3], d_out[3]);
	_dff_r_en U4_dff_r_en(clk, reset_n, en, d_in[4], d_out[4]);
	_dff_r_en U5_dff_r_en(clk, reset_n, en, d_in[5], d_out[5]);
	_dff_r_en U6_dff_r_en(clk, reset_n, en, d_in[6], d_out[6]);
	_dff_r_en U7_dff_r_en(clk, reset_n, en, d_in[7], d_out[7]);
endmodule
module register32_r_en(clk, reset_n, en, d_in, d_out);
	input clk, reset_n, en;
	input[31:0] d_in;
	output[31:0] d_out;
	register8_r_en U0_register8_r_en(clk, reset_n, en, d_in[7:0], d_out[7:0]);
	register8_r_en U1_register8_r_en(clk, reset_n, en, d_in[15:8], d_out[15:8]);
	register8_r_en U2_register8_r_en(clk, reset_n, en, d_in[23:16], d_out[23:16]);
	register8_r_en U3_register8_r_en(clk, reset_n, en, d_in[31:24], d_out[31:24]);
endmodule
module register32_8(clk, reset_n, en, d_in, d_out0, d_out1, d_out2, d_out3, d_out4, d_out5, d_out6, d_out7);
	input clk, reset_n;
	input[7:0] en;
	input[31:0] d_in;
	output[31:0] d_out0, d_out1, d_out2, d_out3, d_out4, d_out5, d_out6, d_out7;
	register32_r_en U0_register32_r_en(clk, reset_n, en[0], d_in, d_out0);
	register32_r_en U1_register32_r_en(clk, reset_n, en[1], d_in, d_out1);
	register32_r_en U2_register32_r_en(clk, reset_n, en[2], d_in, d_out2);
	register32_r_en U3_register32_r_en(clk, reset_n, en[3], d_in, d_out3);
	register32_r_en U4_register32_r_en(clk, reset_n, en[4], d_in, d_out4);
	register32_r_en U5_register32_r_en(clk, reset_n, en[5], d_in, d_out5);
	register32_r_en U6_register32_r_en(clk, reset_n, en[6], d_in, d_out6);
	register32_r_en U7_register32_r_en(clk, reset_n, en[7], d_in, d_out7);
endmodule
module _8_to_1_MUX(a, b, c, d, e, f, g, h, sel, d_out);
	input [31:0] a, b, c, d, e, f, g, h;
	input [2:0] sel;
	output reg[31:0] d_out;
	always@(sel, a, b, c, d, e, f, g, h) begin
		case(sel)
		3'b000 : d_out = a;
		3'b001 : d_out = b;
		3'b010 : d_out = c;
		3'b011 : d_out = d;
		3'b100 : d_out = e;
		3'b101 : d_out = f;
		3'b110 : d_out = g;
		3'b111 : d_out = h;
		default : d_out = 32'hx;
		endcase
	end
endmodule
module read_operation(Addr, Data, from_reg0, from_reg1, from_reg2, from_reg3, from_reg4, from_reg5,
	 from_reg6, from_reg7);
	 input[31:0] from_reg0, from_reg1, from_reg2, from_reg3, from_reg4, from_reg5,
	 from_reg6, from_reg7;
	 input[2:0] Addr;
	 output[31:0] Data;
	 _8_to_1_MUX U0_8_to_1_MUX(from_reg0, from_reg1, from_reg2, from_reg3, from_reg4, from_reg5,
	 from_reg6, from_reg7, Addr, Data);
 endmodule
module _3_to_8_decoder(d, q);
	input[2:0] d;
	output reg[7:0] q;
	always@(d) begin
		case(d)
		3'b000:q=8'b00000001;
		3'b001:q=8'b00000010;
		3'b010:q=8'b00000100;
		3'b011:q=8'b00001000;
		3'b100:q=8'b00010000;
		3'b101:q=8'b00100000;
		3'b110:q=8'b01000000;
		3'b111:q=8'b10000000;
		default:q=8'hx;
		endcase
	end
endmodule
module write_operation(Addr, we, to_reg);
	input we;
	input[2:0] Addr;
	output[7:0] to_reg;
	wire[7:0] w_a;
	_3_to_8_decoder U0_3_to_8_decoder(Addr, w_a);
	_and2 U1_and2(we, w_a[0], to_reg[0]);
	_and2 U2_and2(we, w_a[1], to_reg[1]);
	_and2 U3_and2(we, w_a[2], to_reg[2]);
	_and2 U4_and2(we, w_a[3], to_reg[3]);
	_and2 U5_and2(we, w_a[4], to_reg[4]);
	_and2 U6_and2(we, w_a[5], to_reg[5]);
	_and2 U7_and2(we, w_a[6], to_reg[6]);
	_and2 U8_and2(we, w_a[7], to_reg[7]);
endmodule
module Register_file(clk, reset_n, wAddr, wData, we, rAddr, rData);
	input clk, reset_n, we;
	input[2:0] wAddr, rAddr;
	input[31:0] wData;
	output[31:0] rData;
	wire[7:0] to_reg;
	wire[31:0] from_reg[7:0];
	register32_8 U0_register32_8(.clk(clk), .reset_n(reset_n), .en(to_reg), .d_in(wData), .d_out0(from_reg[0]), .d_out1(from_reg[1]), 
	.d_out2(from_reg[2]), .d_out3(from_reg[3]), .d_out4(from_reg[4]), .d_out5(from_reg[5]), .d_out6(from_reg[6]), .d_out7(from_reg[7]));
	 write_operation U1_write_operation(wAddr, we, to_reg);
	 read_operation U2_read_operation(.Addr(rAddr), .Data(rData), .from_reg0(from_reg[0]), .from_reg1(from_reg[1]), .from_reg2(from_reg[2]),
	.from_reg3(from_reg[3]), .from_reg4(from_reg[4]), .from_reg5(from_reg[5]), .from_reg6(from_reg[6]), .from_reg7(from_reg[7]));
 endmodule
```
==> notes.md <==
The implementation run finished. Total buffers and inverters traversed by the critical path landed at 2. In the final timing run, aggregate negative setup slack is 0 ps. Leakage power summed over all cells landed at 5.78 nW. Simple-gate share of the synthesized area landed at 0.0589. Post-route minimum period landed at around 4600 ps. Count of antenna-violating nets left after detailed routing landed at 0. Post-DP HPWL landed at 14.8 mm. Maximum level of the CTS H-tree landed at 1.

Remaining design rule violation count landed at 0. The flow ran to the end, and the final reports show no timing, DRC or antenna violations. Die boundary height landed at around 160 µm. The worst setup path is launched from an input pin. In this run the maximum-capacitance check reported violations numbering 0. Gates resized during post-CTS repair numbered 0. Post-synthesis, Yosys gives the total cell area as approximately 0.012 mm². For the worst-skew pair, the clock arrives at the later sink with an insertion delay of 540 ps.

The script logs the mean routed wire length per placed instance as 20.4 µm. Data arrival at the endpoint of the critical path landed at between 3000 and 4000 ps. Area inside the core boundary landed at 0.0234 mm². Peak clock frequency supported by timing landed at 0.218 GHz.

For reference, the most critical setup path is categorized as in -> out. Number of hold-slack violations in the final timing report landed at 0. Worst endpoint required time landed at 4400 ps. In the CTS report, the clock slew at the register clock pins of the worst setup and hold paths is listed as 60 ps. For reference, the critical path cell chain is buf_4 -> nor2b_4 -> a22oi_1 -> o221ai_1 -> o21a_1 -> clkdlybuf4s50_1. Relative contribution of the clock network to total power landed at 0.350.

Number of synthesized flops with an enable pin landed at 0. Via-per-instance ratio landed at 5.79. In this run, distinct cell masters in the synthesized netlist total 45.

Flop and latch count out of synthesis landed at between 200 and 300. In this run the VDD rail shows a maximum IR drop of roughly 0.25 mV. The CTS report gives the tree buffer count as 28. Number of antenna violations at the first check in global routing landed at 0. STA classifies the critical path endpoint as an output port. Per the final layout report, the fraction of cells sized above drive strength 1 comes to 0.305. Final weighted congestion of routability-driven global placement landed at between 0.8 and 0.9. Tally of non-filler cells in the final layout landed at ~1300. According to the report, the first pass of detailed routing completed in 7 iterations. Number of buffers inserted by port buffering landed at 72. In the synthesized netlist, the number of instances is 920. Fraction of the cycle the final worst path needs landed at 0.835. Layout overhead on the synthesized area landed at 14.4%. After synthesis, the design contains just over 900 cells according to Yosys.

Post-synth design cell area landed at 0.0119 mm². Number of warnings printed during yosys synthesis landed at 4. Post-synthesis share of cell area spent on full adders, half adders and majority gates landed at 0. TritonCTS built the clock tree. Horizontal die dimension landed at ~160 µm. First-iteration detailed-routing DRC count landed at around 380. The detailed router reported a total wirelength of 26.7 mm. In the floorplan report the effective utilization is 0.507. Total track usage landed at 0.240. Pin slew with the least headroom to its limit landed at 937 ps. The clock passes through at most 3 buffers. Wire length of the first global-routing pass landed at 43.0 mm. For this run, the slowest stage of the critical path takes 810 ps. 0 antenna diodes ended up in the layout. Pins over their slew limit in the final report were tallied at 0.

Of the total power, registers draw 0.478. Setup repair after global routing left no endpoint under its margin. Number of warnings in the stage logs landed at 27. Number of top-level design ports landed at 73. In this run the power spent charging and discharging nets is 1.28 mW. Among cell families on the critical path, the largest total delay comes from buffers and inverters.

Area of the die landed at 0.0244 mm². The cell sitting at the root of the clock tree is a sky130_fd_sc_hd__clkbuf_16. The clock tree has to reach 256 sinks.

Number of buffers inserted by hold repair at cts landed at 0. Via count of the first global-routing pass landed at 7866. Across all layers, the routed design uses 7571 vias. Compound-gate portion of the synthesized area landed at 0.112. After synthesis, the largest family of logic cells by area is multiplexers. In this run, placement finished with an instance count of roughly 1300. Share of total power in combinational logic landed at 0.172. Among all stages on the critical path, the largest delay is contributed by sky130_fd_sc_hd__nor2b_4. Maximum clock skew at final layout landed at 0 ps. Of all nets on the critical path, the largest fanout is 52. XOR/XNOR share of the synthesized area landed at 0.

The share of the Yosys chip area taken by registers is 0.540. OpenSTA lists the critical path startpoint as rAddr[1]. The script computed the net switching share of total power as 0.247.

Total of endpoints with negative setup slack in the final report landed at 0. The path class of the tightest hold or removal check is reg -> reg. Total congestion overflow landed at 0. The report lists the number of standard-cell rows as ~56. Total power per unit cell area landed at 382 mW/mm². Across all checked pins, the minimum headroom to the slew limit is 0.375.

Async set-or-reset flop fraction in the synthesized netlist landed at 1.00. Among all flip-flop cells after synthesis, the most frequent one is sky130_fd_sc_hd__dfrtp_1. Largest net degree at the start of global routing landed at 108. Internal power comes to 3.91 mW.

Mean instance size in the synthesized netlist landed at between 10 and 15 µm². The number of setup buffers added after CTS is 0. Measured against the total synthesized area, the mux share comes to 0.239.
==> power groups by stage <==
stage     Clock, mW  Sequential (mW)  Combinational [mW]
4_1_cts        1.87             2.48               0.907
5_1_grt        1.94             2.53               0.990
6_report       1.82             2.48               0.893
==> stage by stage <==
step / total power [mW] / worst slack [ps] / area [µm²] / hold slack (ps) / util
floorplan: 3.08 / 2410 / 11900 / 453 / -
global placement: 3.36 / 921 / 12700 / 470 / 0.541
detailed placement: 3.41 / 914 / 12700 / 478 / 0.541
CTS: 5.25 / 914 / 13600 / 491 / 0.580
global route: 5.46 / 767 / 13600 / 505 / 0.580
finish: 5.19 / 908 / 13600 / 488 / 0.580
==> cell usage in the layout, fill, tap and decap left out, types with 4 or more instances in the layout <==
master / count
sky130_fd_sc_hd__dfrtp_1: 256
sky130_fd_sc_hd__mux2_2: 221
sky130_fd_sc_hd__mux2_1: 6
sky130_fd_sc_hd__inv_1: 31
sky130_fd_sc_hd__mux2i_1: 28
sky130_fd_sc_hd__a221oi_2: 4
sky130_fd_sc_hd__a221oi_1: 47
sky130_fd_sc_hd__clkbuf_16: 28
sky130_fd_sc_hd__a21oi_1: 14
sky130_fd_sc_hd__nor2_1: 50
sky130_fd_sc_hd__clkdlybuf4s50_1: 68
sky130_fd_sc_hd__clkbuf_8: 8
sky130_fd_sc_hd__buf_4: 18
sky130_fd_sc_hd__nand2_1: 34
sky130_fd_sc_hd__clkbuf_1: 7
sky130_fd_sc_hd__nand2b_1: 29
sky130_fd_sc_hd__a22oi_1: 10
sky130_fd_sc_hd__o21ai_0: 33
sky130_fd_sc_hd__a22o_1: 33
sky130_fd_sc_hd__o2bb2ai_1: 21
sky130_fd_sc_hd__clkinv_2: 4
==> routing by layer <==
layer / up-vias / GRT usage / part of all wire
li1: 3458 / - / -
met1: 3868 / 0.377 / 0.46
met2: 211 / 0.355 / 0.46
met3: 34 / 0.0670 / 0.067
met4: 0 / 0.0458 / 0.018
met5: - / 0 / 0
==> cell usage after synthesis, types with 3 or more instances <==
| library cell | number | area, µm² |
|---|---|---|
| sky130_fd_sc_hd__nor2_1 | 50 | 188 |
| sky130_fd_sc_hd__nand2_1 | 34 | 128 |
| sky130_fd_sc_hd__clkbuf_1 | 11 | 41.3 |
| sky130_fd_sc_hd__mux2_2 | 221 | 2490 |
| sky130_fd_sc_hd__o22a_1 | 3 | 26.3 |
| sky130_fd_sc_hd__o2bb2ai_1 | 21 | 184 |
| sky130_fd_sc_hd__a221oi_1 | 47 | 412 |
| sky130_fd_sc_hd__dfrtp_1 | 256 | 6410 |
| sky130_fd_sc_hd__buf_2 | 31 | 155 |
| sky130_fd_sc_hd__a22oi_1 | 10 | 75.1 |
| sky130_fd_sc_hd__inv_1 | 31 | 116 |
| sky130_fd_sc_hd__a22o_1 | 33 | 289 |
| sky130_fd_sc_hd__mux2i_1 | 28 | 280 |
| sky130_fd_sc_hd__mux2_1 | 6 | 67.6 |
| sky130_fd_sc_hd__buf_4 | 9 | 67.6 |
| sky130_fd_sc_hd__nand4b_1 | 3 | 26.3 |
| sky130_fd_sc_hd__o21ai_0 | 33 | 165 |
| sky130_fd_sc_hd__nand2b_1 | 29 | 181 |
| sky130_fd_sc_hd__a21oi_1 | 14 | 70.1 |
| sky130_fd_sc_hd__a221oi_2 | 4 | 60.1 |
| sky130_fd_sc_hd__buf_6 | 18 | 203 |
==> worst paths after layout <==
kind / to / slack [ps] / cells past startpoint
worst max-delay path: rData[10] / 910 / 6
worst min-delay path: register / 490 / 1
worst max register to register: register / 4730 / 1
worst min register to register: register / 490 / 1
max in group asynchronous: async pin / 3700 / 2
min in group asynchronous: async pin / 570 / 1
==> area by class of cell <==
type	instances	area (µm²)
Clock inverter	7	73.8
Fill cell	1862	9820
Timing Repair Buffer	90	861
Tap cell	319	399
Multi-Input combinational cell	561	4880
Clock buffer	43	837
Sequential cell	256	6410
Inverter	32	120
==> kinds of logic (layout without fill, tap and decap cells) <==
logic type | after synthesis | count (layout)
AND-OR/OR-AND | 172 | 172
buffers and inverters | 103 | 172
flip-flops | 256 | 256
multiplexers | 255 | 255
AND/OR/NAND/NOR | 134 | 134
Power and IR drop assume default switching activity.
